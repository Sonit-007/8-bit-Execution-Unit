[/design/flow/run.sh]
#!/bin/bash
# OpenROAD 26Q1-2900-gdf79404cd8, Yosys 0.63+post, stock flow scripts
make -C /OpenROAD-flow-scripts/flow DESIGN_CONFIG=/design/flow/config.mk WORK_HOME=/design/flow/orfs finish
[/design/flow/config.mk]
export PLATFORM = sky130hd
export DESIGN_NAME = execution_unit_top
export DESIGN_NICKNAME = execution_unit_top
export VERILOG_FILES = /design/flow/design.v
export SDC_FILE = /design/flow/constraint.sdc
export NUM_CORES = 4
export LEC_CHECK = 1
export CORE_UTILIZATION = 40
[/design/flow/constraint.sdc]
current_design execution_unit_top

set clk_period 8.0
set clk_io_pct 0.2

create_clock -name clk0 -period $clk_period [get_ports {clk}]

set non_clock_inputs [all_inputs -no_clocks]
set_input_delay [expr $clk_period * $clk_io_pct] -clock clk0 $non_clock_inputs
set_output_delay [expr $clk_period * $clk_io_pct] -clock clk0 [all_outputs]
[/design/flow/design.v]
module adder_8bit (
    input  [7:0] a,     
    input  [7:0] b,     
    input        cin,    
    output [7:0] sum,   
    output       cout  
);
    wire [6:0] c;
    full_adder fa0 (
        .a   (a[0]),
        .b   (b[0]),
        .cin (cin),
        .sum (sum[0]),
        .cout(c[0])
    );
    full_adder fa1 (a[1], b[1], c[0], sum[1], c[1]);
    full_adder fa2 (a[2], b[2], c[1], sum[2], c[2]);
    full_adder fa3 (a[3], b[3], c[2], sum[3], c[3]);
    full_adder fa4 (a[4], b[4], c[3], sum[4], c[4]);
    full_adder fa5 (a[5], b[5], c[4], sum[5], c[5]);
    full_adder fa6 (a[6], b[6], c[5], sum[6], c[6]);
    full_adder fa7 (
        .a   (a[7]),
        .b   (b[7]),
        .cin (c[6]),
        .sum (sum[7]),
        .cout(cout)
    );
endmodule
module alu_fsm_controlled (
    input        clk,
    input        start,
    input  [7:0] A,
    input  [7:0] B,
    input  [3:0] opcode,
    output reg [7:0] result,
    output reg       Z,
    output reg       N,
    output reg       C,
    output reg       V,
    output            busy,
    output            done
);
    parameter EXEC = 2'b01;    
    parameter IDLE = 2'b00;    
    parameter DONE = 2'b10;    
    reg [1:0] state, next_state;
    wire [7:0] alu_result;
    wire Z_int, N_int, C_int, V_int;
    alu_top U_ALU (
        .A(A),
        .B(B),
        .opcode(opcode),
        .result(alu_result),
        .Z(Z_int),
        .N(N_int),
        .C(C_int),
        .V(V_int)
    );
    always @(posedge clk) begin
        state <= next_state;
    end
    always @(*) begin
        next_state = state;
        case (state)
            IDLE: begin
                if (start)
                    next_state = EXEC;
            end
            EXEC: begin
                next_state = DONE;
            end
            DONE: begin
                next_state = IDLE;
            end
            default: next_state = IDLE;
        endcase
    end
    always @(posedge clk) begin
        if (state == EXEC) begin
            result <= alu_result;
            Z      <= Z_int;
            N      <= N_int;
            C      <= C_int;
            V      <= V_int;
        end
    end
    assign busy = (state == EXEC);
    assign done = (state == DONE);
endmodule
module alu_top (
    input  [7:0] A,       
    input  [7:0] B,        
    input  [3:0] opcode,   
    output reg [7:0] result, 
    output        Z,          
    output        N,          
    output        C,          
    output        V           
);
    wire is_sub = (opcode == 4'b0001);
    wire [7:0] B_mod = is_sub ? ~B : B;
    wire       cin   = is_sub ? 1'b1 : 1'b0;
    wire [7:0] add_sum;
    wire       add_cout;
    adder_8bit U_ADD (
        .a   (A),
        .b   (B_mod),
        .cin (cin),
        .sum (add_sum),
        .cout(add_cout)
    );
    wire [7:0] logic_out;
    logic_unit U_LOGIC (
        .a   (A),
        .b   (B),
        .sel (opcode[2:0]),
        .y   (logic_out)
    );
    always @(*) begin
        case (opcode)
            4'b0000,  
            4'b0001:  
                result = add_sum;
            4'b0010,  
            4'b0011,  
            4'b0100,  
            4'b0101:  
                result = logic_out;
            default:
                result = 8'b0;
        endcase
    end
    assign Z = (result == 8'b0);
    assign N = result[7];
    assign C = add_cout & (opcode == 4'b0000 || opcode == 4'b0001);
    assign V = (opcode == 4'b0000) ?
               (~(A[7] ^ B[7]) & (A[7] ^ result[7])) :
               (opcode == 4'b0001) ?
               ((A[7] ^ B[7]) & (A[7] ^ result[7])) :
               1'b0;
endmodule
module execution_unit_top (
    input        clk,
    input        start,
    input  [3:0] opcode,
    input  [7:0] A,
    input  [7:0] B,
    output reg [15:0] result,
    output            busy,
    output            done
);
    wire [7:0] alu_result;
    wire       alu_busy, alu_done;
    alu_fsm_controlled U_ALU (
        .clk(clk),
        .start(start && (opcode < 4'b1000)),  
        .A(A),
        .B(B),
        .opcode(opcode),
        .result(alu_result),
        .busy(alu_busy),
        .done(alu_done)
    );
    wire [15:0] mul_result;
    wire        mul_busy, mul_done;
    signed_mag_multiplier U_MUL (
        .clk(clk),
        .start(start && (opcode == 4'b1000)),
        .A(A),
        .B(B),
        .result(mul_result),
        .busy(mul_busy),
        .done(mul_done)
    );
    wire [7:0] div_quotient;
    wire [7:0] div_remainder;
    wire       div_busy, div_done;
    signed_restoring_divider U_DIV (
        .clk(clk),
        .start(start && (opcode == 4'b1001)),
        .A(A),
        .B(B),
        .quotient(div_quotient),
        .remainder(div_remainder),
        .busy(div_busy),
        .done(div_done)
    );
    assign busy = alu_busy | mul_busy | div_busy;
    assign done = alu_done | mul_done | div_done;
    always @(*) begin
        case (opcode)
            4'b1000: result = mul_result;                
            4'b1001: result = {8'b0, div_quotient};      
            default: result = {8'b0, alu_result};        
        endcase
    end
endmodule
module full_adder (
    input  a,
    input  b,
    input  cin,
    output sum,
    output cout
);
    wire axb;
    wire ab, ac, bc;
    xor (axb, a, b);             
    xor (sum, axb, cin);         
    and (ab, a, b);              
    and (ac, a, cin);            
    and (bc, b, cin);            
    or  (cout, ab, ac, bc);      
endmodule
module logic_unit (
    input  [7:0] a,
    input  [7:0] b,
    input  [2:0] sel,       
    output reg [7:0] y
);
    always @(*) begin
        case (sel)
            3'b010: y = a & b;    
            3'b011: y = a | b;    
            3'b100: y = a ^ b;    
            3'b101: y = ~a;       
            default: y = 8'b0;
        endcase
    end
endmodule
module signed_mag_multiplier (
    input        clk,
    input        start,
    input  [7:0] A,
    input  [7:0] B,
    output reg [15:0] result,
    output            busy,
    output            done
);
    parameter IDLE      = 3'b000;
    parameter INIT      = 3'b001;
    parameter CHECK     = 3'b010;
    parameter ADD       = 3'b011;
    parameter SHIFT     = 3'b100;
    parameter COUNT_DEC = 3'b101;
    parameter DONE      = 3'b110;
    reg [2:0] state, next_state;
    reg [7:0] M;         
    reg [7:0] Q;         
    reg [7:0] ACC;       
    reg [2:0] COUNT;     
    reg       SIGN;      
    always @(posedge clk) begin
        state <= next_state;
    end
    always @(*) begin
        next_state = state;
        case (state)
            IDLE: begin
                if (start)
                    next_state = INIT;
            end
            INIT: begin
                next_state = CHECK;
            end
            CHECK: begin
                if (Q[0])
                    next_state = ADD;
                else
                    next_state = SHIFT;
            end
            ADD: begin
                next_state = SHIFT;
            end
            SHIFT: begin
                next_state = COUNT_DEC;
            end
            COUNT_DEC: begin
                if (COUNT == 3'b000)
                    next_state = DONE;
                else
                    next_state = CHECK;
            end
            DONE: begin
                next_state = IDLE;
            end
            default: next_state = IDLE;
        endcase
    end
    always @(posedge clk) begin
        case (state)
            INIT: begin
                M     <= A[7] ? (~A + 1'b1) : A;
                Q     <= B[7] ? (~B + 1'b1) : B;
                ACC   <= 8'b0;
                COUNT <= 3'd7;
                SIGN  <= A[7] ^ B[7];
            end
            ADD: begin
                ACC <= ACC + M;
            end
            SHIFT: begin
                {ACC, Q} <= {ACC, Q} >> 1;
            end
            COUNT_DEC: begin
                COUNT <= COUNT - 1'b1;
            end
            DONE: begin
                result <= SIGN ? (~{ACC, Q} + 1'b1) : {ACC, Q};
            end
        endcase
    end
    assign busy = (state != IDLE && state != DONE);
    assign done = (state == DONE);
endmodule
module signed_restoring_divider (
    input        clk,
    input        start,
    input  [7:0] A,         
    input  [7:0] B,         
    output reg [7:0] quotient,
    output reg [7:0] remainder,
    output            busy,
    output            done
);
    parameter IDLE      = 3'b000;
    parameter INIT      = 3'b001;
    parameter SHIFT     = 3'b010;
    parameter SUB       = 3'b011;
    parameter REST      = 3'b100;
    parameter COUNT_DEC = 3'b101;
    parameter DONE      = 3'b110;
    reg [2:0] state, next_state;
    reg [8:0] R;         
    reg [7:0] Q;         
    reg [7:0] M;         
    reg [2:0] COUNT;     
    reg       SIGN;      
    always @(posedge clk) begin
        state <= next_state;
    end
    always @(*) begin
        next_state = state;
        case (state)
            IDLE: begin
                if (start)
                    next_state = INIT;
            end
            INIT: begin
                next_state = SHIFT;
            end
            SHIFT: begin
                next_state = SUB;
            end
            SUB: begin
                if (R[8])         
                    next_state = REST;
                else
                    next_state = COUNT_DEC;
            end
            REST: begin
                next_state = COUNT_DEC;
            end
            COUNT_DEC: begin
                if (COUNT == 3'b000)
                    next_state = DONE;
                else
                    next_state = SHIFT;
            end
            DONE: begin
                next_state = IDLE;
            end
            default: next_state = IDLE;
        endcase
    end
    always @(posedge clk) begin
        case (state)
            INIT: begin
                Q     <= A[7] ? (~A + 1'b1) : A;
                M     <= B[7] ? (~B + 1'b1) : B;
                R     <= 9'b0;
                COUNT <= 3'd7;
                SIGN  <= A[7] ^ B[7];
            end
            SHIFT: begin
                {R, Q} <= {R, Q} << 1;
            end
            SUB: begin
                R <= R - M;
                if (!R[8])
                    Q[0] <= 1'b1;
            end
            REST: begin
                R <= R + M;
                Q[0] <= 1'b0;
            end
            COUNT_DEC: begin
                COUNT <= COUNT - 1'b1;
            end
            DONE: begin
                quotient  <= SIGN ? (~Q + 1'b1) : Q;
                remainder <= R[7:0];    
            end
        endcase
    end
    assign busy = (state != IDLE && state != DONE);
    assign done = (state == DONE);
endmodule
==> flow_metrics.tcl <==
# yosys + openroad results
set metrics [dict create \
    dpl.cell_count 858 \
    dieWidth_um 128 \
    hold-worst-slack_ns 0.565 \
    fmax_ghz 0.163 \
    grt_usage_pct 20.0 \
    num_vias 4529 \
    syn_inst 621 \
    drive_gt1_share_pct 5.43 \
    drt_iter0_drc 317 \
    async_flop_share_pct 0 \
    met1Wirelength_um 7120 \
    avgSynthCellArea_um2 10.2 \
    fp.coreArea_mm2 0.0154 \
    status "complete, no violations" \
    routedWlPerCell_um 16.6 \
    rows 45 \
    cp-end-kind "flop" \
    edf_count 97 \
    fin_worst_skew_ns 0.00643 \
    first_pass_iters 6 \
    dpl_worst_slack_ns 1.51 \
    start_kind "primary input" \
    overflow 0 \
    stdcell_count 875 \
    antenna_left 0 \
    grt_pass1_wl_um 23700 \
    setup_viol 0 \
    flop_cell "edfxtp_1" \
    relSlewSlack_pct 41.3 \
    cts_resized 0 \
    cts_made_buffers 9 \
    netlist.area_leader.share_pct 45.8 \
    period_needed_ns 6.14 \
    netlist_area_mm2 0.00636 \
    die_area_mm2 0.0164 \
    leakage_uw 0.00279 \
    ys_chip_area_mm2 0.00636 \
    grt_max_degree 27 \
    finalHoldViolCount 0 \
    cts_tree "built" \
    wl_met3_um 1090 \
    critical_path_class "in -> reg" \
    clk_latency_ns 0.35 \
    warnings 35 \
    worst_pin_slew_ns 0.872 \
    cpPeakStageDelay_ns 0.60 \
    ys_warn_count 6 \
    port_buffers 39 \
    synthToLayoutAreaGrowth_pct 14.7 \
    cts_buffer_depth 2 \
    required_ns 8.08 \
    clock-sinks 97 \
    fp_util_pct 41.4 \
    highest_layer "met4" \
    arrival_ns 6.21 \
    synth_area_leader_cell "edfxtp_1" \
    cts_setup_buffers 0 \
    cts-root-buf "clkbuf_16" \
    drv_cap 0 \
    synth_seq_share_pct 45.8 \
    viasPerCell 5.18 \
    htree_levels 3 \
    cp_top_family "adder cells" \
    area_leaders "edfxtp_1, ha_1, xnor2_1" \
    rsz0062_at_grt "false" \
    slew_viol_final 0 \
    reg2reg_slack_ns 4.59 \
    dr_wl_met2_um 6060 \
    ir_drop_uv 133 \
    grt_pass1_vias 4342 \
    cp_max_fo 23 \
    fin_crit_sh_pct 76.7 \
    cts.hold.buffers_added 0 \
    drc 0 \
    hp-class "reg -> reg" \
    critPathBufInv 5 \
    crit_chain "clkdlybuf4s50_1 -> buf_4 -> inv_1 -> nor4_4 -> xnor2_1 -> fa_1 -> inv_1 -> fa_1 -> fa_1 -> fa_1 -> fa_1 -> inv_1 -> fa_1 -> xor2_1 -> xnor2_1 -> nor2_1 -> a21oi_1 -> o22a_1 -> nor2_1" \
    antenna_found_initial 1 \
    gp_congestion 0.938 \
    synth-seq-cells 97 \
    slowest_stage "nor4_4" \
    top_level_ports 40 \
    routed_wl_um 14500 \
    die_h_um 128 \
    setup_ws_ns 1.86 \
    synth_cell_type_count 55 \
    cp_common_cell "fa_1" \
    hpwl_um 11400 \
    cts.reportedPaths.clkPinSlew_ns 0.07 \
    fin_tns_setup_ns 0 \
    powerDensity_mw_per_mm2 358 \
    ys_cells 621 \
]
sequential cells by signal, indices dropped and copies added, names as in the netlist, 8 cells and up:
register and count:
U_DIV.R 9, U_MUL.ACC 8, U_DIV.quotient 8, U_ALU.result 8, U_MUL.Q 8, U_MUL.result 16
U_DIV.M 8, U_DIV.Q 8, U_MUL.M 8
metal layers:
layer / GRT usage [%] / up-vias
li1: - / 2293
met1: 33.9 / 2079
met2: 27.4 / 143
met3: 5.70 / 14
met4: 3.18 / 0
met5: 0 / -
cells by family after synthesis:
family                     share of synthesized area (%)
AOI/OAI and AO/OA                                   14.0
and+or+nand+nor                                     14.7
buffers and inverters                               3.98
DFF                                                 45.8
muxes                                               2.56
xor gates and xnor gates                            8.54
adders and majority gates                           10.4
path summary, 6_finish.rpt:
kind | startpoint | to | depth (start not counted)
setup / recovery | opcode[0] | U_ALU.result[7] | 19
hold / removal | U_DIV.Q[0] | U_DIV.quotient[0] | 0
setup reg to reg | U_DIV.state[0] | U_DIV.R[6] | 10
hold reg to reg | U_DIV.Q[0] | U_DIV.quotient[0] | 0
through the flow:
step           util (%)  total power (µW)  cell area, µm²
2_1_floorplan         -              1860            6360
3_3_place_gp       45.5              2160            7000
3_5_place_dp       45.5              2190            7000
4_1_cts            47.4              2630            7290
5_1_grt            47.4              2820            7290
6_report           47.4              2610            7290
power by group:
part / total [µW] / internal [µW] / leakage [µW] / switching (µW)
combinational: 1110 / 500 / 0.00173 / 611
sequential: 1070 / 871 / 0.000916 / 197
clock: 429 / 244 / 0.000145 / 186
total: 2610 / 1610 / 0.00279 / 993
Yosys cell counts, types with 5 or more instances:
master	count
edfxtp_1	97
nor3_1	7
nand2b_1	14
a21oi_1	45
nor2b_1	8
a22o_1	7
inv_1	45
and3_1	11
clkbuf_1	19
nand3_1	11
fa_1	8
o21ai_0	31
nor3b_1	5
xor2_1	13
xnor2_1	49
o22ai_1	5
nand2_1	36
mux2i_1	14
ha_1	40
o21bai_1	6
nor2_1	79
o31ai_1	8
cells in the final DEF (no fill, tap or decap), drive strengths merged, types with 14 or more instances in the layout:
master	n
ha	40
edfxtp	97
a21oi	45
o21ai	33
mux2i	14
inv	47
nor2	80
nand2	37
nand2b	14
clkdlybuf4s50	39
xnor2	49
layout make-up:
cell class                      count  area (µm²)
Fill cell                        1376        8080
Antenna cell                        1        2.50
Timing Repair Buffer               47         450
Clock inverter                      6        65.1
Tap cell                          211         264
Sequential cell                    97        2910
Inverter                           46         173
Multi-Input combinational cell    457        3200
Clock buffer                       10         229
Power is estimated from default activity; no workload was simulated.
